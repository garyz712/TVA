**flow/run.sh**
```bash
#!/bin/bash
# OpenROAD 26Q1-2900-gdf79404cd8, Yosys 0.63+post, stock flow scripts
make -C /OpenROAD-flow-scripts/flow DESIGN_CONFIG=/design/flow/config.mk WORK_HOME=/design/flow/orfs finish
```
**flow/config.mk**
```make
export PLATFORM = sky130hd
export DESIGN_NAME = mult_stage
export DESIGN_NICKNAME = mult_stage
export VERILOG_FILES = /design/flow/design.v
export SDC_FILE = /design/flow/constraint.sdc
export NUM_CORES = 4
export LEC_CHECK = 1
export CORE_UTILIZATION = 50
```
**flow/constraint.sdc**
```tcl
current_design mult_stage

set clk_period 14.4
set clk_io_pct 0.2

create_clock -name clk0 -period $clk_period [get_ports {clock}]

set non_clock_inputs [all_inputs -no_clocks]
set_input_delay [expr $clk_period * $clk_io_pct] -clock clk0 $non_clock_inputs
set_output_delay [expr $clk_period * $clk_io_pct] -clock clk0 [all_outputs]
```
**flow/design.v**
```verilog
parameter bit [(16/4)-1:0] ZERO = 'b0;
module mult_stage(
                    input clock, reset, start,
                    input [15:0] product_in, mplier_in, mcand_in,
                    output logic done,
                    output logic [15:0] product_out, mplier_out, mcand_out
                );
    logic [15:0] prod_in_reg, partial_prod_reg;
    logic [15:0] partial_product, next_mplier, next_mcand;
    assign product_out = prod_in_reg + partial_prod_reg;
    assign partial_product = mplier_in[(16/4)-1:0] * mcand_in;
    assign next_mplier = {ZERO,mplier_in[15:(16/4)]};
    assign next_mcand = {mcand_in[16-(16/4)-1:0],ZERO};
    always_ff @(posedge clock) begin
        prod_in_reg      <= product_in;
        partial_prod_reg <= partial_product;
        mplier_out       <= next_mplier;
        mcand_out        <= next_mcand;
    end
    always_ff @(posedge clock) begin
        if(reset)
            done <= 1'b0;
        else
            done <= start;
    end
endmodule
```
==> summary.txt <==
impl run done, here's what came out: Initial DRC Count=approximately 53, endpoints failing hold=0, dpl cell area=about 4600 um2, clock buffer depth=2, I/O Pins=100, Mean Syn Cell Area=9.45 um2, Routed WL=6450 um, PostCTS Resize Cnt=0, Die Ht=86.9 um, final hold slack=between 2 and 3 ns, postcts setup bufs=0, Slew HR=63.8%, DRC=0, FF+latch count, synth=57, final worst path period share=42.0%, Top cell excl fill/tap=clkdlybuf4s50_1, Max IR drop VDD=49.2 uV, pwr dens=~140 nW/um2, final setup violation count=0, cell type with the largest total area=dfxtp_1, CP max FO=15, clk sinks=57, yosys stat cell total=roughly 380, Area Overhead vs Synth=32.0%, Syn Inst Count=381, max cap viols=0, initial antenna violation count=0, post-synthesis sequential area ratio=31.7%, CTS tree=done, vias in the first global route=between 2,000 and 3,000, post-DP HPWL=roughly 5000 um, chip width=86.9 um, Cell Type Count=41, most frequent cells in the layout=91 x clkdlybuf4s50_1, 58 x inv_1, 57 x dfxtp_1, 39 x and2_1, 31 x ha_1, CP Class=input pin to register, Final Max Slew Viols=0, crit path time final=about 6.0 ns, largest net degree at the start of global routing=17, port bufs=91, Num CTS Buffers=9, GRT Total Usage=between 10% and 20%, Vias=2,672, Fill cells=around 520, gpl congestion=0.830, Hold Crit Class=input pin to register, Hold Buf Count CTS=0, first-pass GRT wire length=11,300 um, share of the synthesized area in the top cell type=31.7%, final worst slack=8.35 ns, CP required=14.61 ns, die area=about 7500 um2, Via density=between 4 and 5, layout cell share with drive strength beyond 1=4.77%, total power=667 uW, tool warning count=26, top cells by area=dfxtp_1 32%, fa_1 14%, ha_1 11%, Slew @ Worst Pin=between 0.5 and 0.6 ns, endpoint class of the critical path=register, Yosys warning count=1, average routed wire per standard cell=11.2 um, Setup crit start kind=input pin, total gr overflow=0, RSZ-0062 raised after global routing=false, Fmax achieved=approximately 170 MHz, Pre-Place Util=52.4%, Place WS=8.06 ns, core area=6870 um2, ANT cells=0, Lkg Pwr=2.19 nW, Worst-path clk slew=0.07 ns, H-tree Lvls=3, Fin Setup TNS=0 ns, status=complete, no violations, Yosys chip area=3600 um2, Site Rows=30, Synth Cell Area=around 3600 um2, Final ANT Viol Nets=0, drt pass-1 iters=4, Root Driver=clkbuf_8, CP Data Arrival Time=roughly 6.3 ns, final instance area=4750 um2
==> final timing paths <==
kind | to | depth (start not counted) | from | slack (ns)
worst max-delay path | partial_prod_reg[13] | 13 | mplier_in[1] | 8.35
worst min-delay path | mplier_out[5] | 1 | mplier_in[9] | 2.98
==> where the power goes <==
group          internal [mW]  switching, mW
Clock                 0.0665         0.0646
Combinational          0.197          0.148
Sequential             0.184        0.00809
==> cell usage after synthesis (all sizes together) <==
library cell	number
a21boi	1
a21o	9
a41oi	1
nand2	29
nor2b	5
nor2	14
o21bai	3
inv	58
nand4b	1
a2111oi	1
a21oi	22
nand4	2
buf	8
a311oi	1
conb	1
o41ai	1
and2	39
o21a	6
ha	31
a211oi	3
fa	26
dfxtp	57
clkbuf	5
mux2i	3
o21ai	7
xor2	3
nand3	2
a221oi	2
nand2b	4
nor3	6
xnor2	25
o211a	1
o211ai	3
a31oi	1
==> worst max-delay path, stage by stage <==
cell and delay (ns):
clkdlybuf4s50_1 0.66, and2_1 0.27, fa_1 0.47, inv_1 0.05, fa_1 0.52, inv_1 0.04, ha_1 0.34, a21o_1 0.19
a21oi_1 0.18, a21oi_1 0.12, o21ai_0 0.25, mux2i_1 0.21, nand2_1 0.06
==> logic make-up (layout without fill, tap and decap cells) <==
family	after synthesis	in the layout	synth area share, %
muxes	3	3	0.834
and+or+nand+nor	102	102	14.5
AOI/OAI and AO/OA	62	62	12.6
adders and majority gates	57	57	25.2
xor gates and xnor gates	28	28	6.81
other	1	8	0.104
buffers and inverters	71	165	8.24
DFF	57	57	31.7
==> metrics by stage <==
stage	util [%]	cells
5_1_grt	69.2	578
2_1_floorplan	-	388
3_3_place_gp	66.7	562
3_5_place_dp	66.7	562
4_1_cts	69.2	578
6_report	69.2	578
==> final cells by class <==
type | instances | area [um2] | share of cell area (%)
multi-input cells | 260 | 2190 | 46.1
repair buffers | 91 | 911 | 19.2
clock inverters | 5 | 31.3 | 0.658
inverters | 58 | 218 | 4.58
clock buffers | 11 | 141 | 2.98
flip-flops and latches | 57 | 1140 | 24.0
well taps | 96 | 120 | 2.53
==> per-layer routing <==
layer / track usage [%] / share of wire (%)
met1: 30.0 / 51
met2: 29.6 / 42
met3: 4.23 / 5.3
met4: 2.42 / 1.5
met5: 0 / 0
Power figures rest on the tool's default switching activity, not on a simulated workload.
