===== design/flow/design.v =====
module fp16_mul (
    input  logic [15:0] A,
    input  logic [15:0] B,
    output logic [15:0] result
);
    logic sign_a, sign_b, sign_res;
    logic [4:0] exp_a, exp_b, exp_res;
    logic [10:0] man_a, man_b;
    logic [21:0] man_mul;
    logic [4:0] exp_sum;
    always_comb begin
        sign_a = A[15];
        sign_b = B[15];
        exp_a = A[14:10];
        exp_b = B[14:10];
        man_a = {1'b1, A[9:0]};  
        man_b = {1'b1, B[9:0]};
        man_mul = man_a * man_b;  
        exp_sum = exp_a + exp_b - 5'd15;
        if (man_mul[21]) begin
            man_mul = man_mul >> 1;
            exp_sum = exp_sum + 1;
        end
        result[15]   = sign_a ^ sign_b;
        result[14:10]= exp_sum;
        result[9:0]  = man_mul[19:10];  
    end
endmodule

===== design/flow/run.sh =====
#!/bin/bash
# OpenROAD 26Q1-2900-gdf79404cd8, Yosys 0.63+post, stock flow scripts
make -C /OpenROAD-flow-scripts/flow DESIGN_CONFIG=/design/flow/config.mk WORK_HOME=/design/flow/orfs finish

===== design/flow/config.mk =====
export PLATFORM = sky130hd
export DESIGN_NAME = fp16_mul
export DESIGN_NICKNAME = fp16_mul
export VERILOG_FILES = /design/flow/design.v
export SDC_FILE = /design/flow/constraint.sdc
export NUM_CORES = 4
export LEC_CHECK = 1
export CORE_UTILIZATION = 50

===== design/flow/constraint.sdc =====
current_design fp16_mul

set clk_period 20.1
set clk_io_pct 0.2

create_clock -name clk0 -period $clk_period

set non_clock_inputs [all_inputs -no_clocks]
set_input_delay [expr $clk_period * $clk_io_pct] -clock clk0 $non_clock_inputs
set_output_delay [expr $clk_period * $clk_io_pct] -clock clk0 [all_outputs]

==> out/summary.txt <==
Yosys stat area -> 4309 um^2
Status -> finished clean
Crit end category -> output pin
Power density cells -> 166.5 nW/um^2
Die Area -> 8994 um^2
TritonRoute pass-1 iters -> 4
Floorplan Utilization -> 0.5218
Max-slew violations -> 0
Dpl cells -> 643
First-pass GRT wire length -> 15.59 mm
Setup TNS -> 0 ns
Final Worst Setup Slack -> 5.478 ns
NetSw -> 382.3 uW
Top Ports -> 48
F_max -> 0.06839 GHz
Flop pwr share -> 0
Comb power frac -> 1.000
Sw Ratio -> 0.4749
Slew headroom -> 0.6064
Unrepaired setup endpoints after global routing -> false
Mean Syn Cell Area -> 8.483 um^2
Endpoints failing hold -> 0
DRT Wirelength -> 9.304 mm
Distinct lib cells -> 49
Proportion of layout cells with a drive suffix above 1 -> 0.02416
Top post-synthesis cells by count -> 131 x inv_1, 80 x fa_1, 64 x ha_1, 60 x nand2_1, 39 x and2_1
Ratio of final minimum period to clock period -> 0.7275
Max_cap viols -> 0
# hold bufs at CTS -> 0
Worst Path Max Fanout -> 10
Placed cell area -> 4836 um^2
CORE AREA -> 8258 um^2
CLK BUF -> 0
Top area contributor share -> 0.3717
WHS -> 8.957 ns
Vias/cell -> 5.067
DR WL/cell -> 14.47 um
RD Place Congestion -> 0.8869
Final Cell Area -> 4836 um^2
Number of port buffers -> 48
Tightest Pin Transition -> 0.5904 ns
Worst setup SP type -> input pin
Initial antenna violation count -> 0
Filler instances -> 780
Die Wd -> 94.84 um
DR DRC count -> 0
Clock power share -> 0
Setup WS pre-CTS -> 5.511 ns
Hold EP -> result[15]
Flop Count -> 0
Mapped cell area -> 4309 um^2
Post-CTS setup buffer count -> 0
Post-Syn Instances -> 508
Sequential area share after synthesis -> 0
Final-report setup violation count -> 0
DP HPWL -> 7.991 mm
Worst Hold Class -> in2out
Rows -> 33
Die height -> 94.84 um
Number of global-route vias before repair -> 3189
Synth area leader -> fa_1
Hold path startpoint -> A[15]
Maximum number of pins on one net before global-route repair -> 12
Leakage -> 2.550 nW
WHS Path Cells -> 3
Internal Power -> 422.8 uW
Worst EP arrival -> 10.60 ns
Min Tclk post-route -> 14.62 ns
Tool warnings -> 33
Warnings from Yosys -> 1
Tot GR Track Use -> 0.2377
Most frequent cell after synthesis -> inv_1
Area delta synth->final -> 12.22%
Sequential cell area -> 0 um^2
Vias -> 3258
Critical path class -> in2out
Drt initial violations -> 77
Routed Antenna Nets -> 0
Ys cells -> 508
Fin cells -> 643
GRT overflow -> 0
Diode count -> 0
Worst IR drop on VDD -> 174.8 uV
Resized cells post-CTS -> 0
Crit path DRT -> 16.08 ns
Top cells by area -> fa_1 37%, ha_1 19%, inv_1 11%
## cell type report
| class | instances | area [um^2] | area share |
|---|---|---|---|
| Tap cell | 105 | 131.4 | 0.02717 |
| Multi-Input combinational cell | 359 | 3732 | 0.7718 |
| Inverter | 131 | 491.7 | 0.1017 |
| Timing Repair Buffer | 48 | 480.5 | 0.09935 |
## how the worst max path moves through the flow
stage     slack [ns]    endpoint  from  cells past startpoint
6_report        5.48   result[0]  A[5]                     21
5_1_grt         5.20   result[5]  A[5]                     21
4_1_cts         5.50  result[11]  A[5]                     21
## logic make-up after synthesis
logic type                 after synthesis  share of synthesized area
xor gates and xnor gates                21                    0.04268
adders and majority gates              144                     0.5575
muxes                                    9                    0.02788
and+or+nand+nor                        133                     0.1519
AOI/OAI and AO/OA                       52                    0.08624
buffers and inverters                  149                     0.1339
## metal layers
layer	up-vias	wire, um	GRT usage	share of wire
met5	-	0	0	0
met4	0	13	0.006313	0.0014
met3	2	367	0.02696	0.039
met2	63	4497	0.3807	0.48
met1	1574	4426	0.3840	0.48
li1	1619	-	-	-
## power by group through the flow
| stage | combinational, mW | clock (mW) | sequential (mW) |
|---|---|---|---|
| 5_1_grt | 0.906 | 0 | 0 |
| 4_1_cts | 0.816 | 0 | 0 |
| 6_report | 0.805 | 0 | 0 |
## worst max-delay path, stage by stage
cell and delay, ns:
clkdlybuf4s50_1 0.80, nand2_1 0.15, fa_1 0.55, inv_1 0.05, fa_1 0.50, inv_1 0.05, fa_1 0.47, inv_1 0.05
fa_1 0.53, inv_1 0.05, fa_1 0.52, inv_1 0.04, ha_1 0.33, nand2_1 0.08, a211o_1 0.31, o21ai_4 0.18
o211ai_2 0.13, a31oi_2 0.44, or2_1 0.56, mux2_4 0.35, clkdlybuf4s50_1 0.40
## cell usage in the layout (no fill, tap or decap), drive strengths merged, types with 6 or more instances in the layout
| cell | n |
|---|---|
| ha | 64 |
| mux2 | 6 |
| fa | 80 |
| nor2 | 16 |
| o21ai | 11 |
| clkdlybuf4s50 | 48 |
| xor2 | 10 |
| inv | 131 |
| and2 | 39 |
| xnor2 | 11 |
| nand2 | 60 |
| a21oi | 14 |
## stage by stage
step	total power, mW	util
3_3_place_gp	0.8096	0.5856
5_1_grt	0.9059	0.5856
4_1_cts	0.8163	0.5856
3_5_place_dp	0.8079	0.5856
2_1_floorplan	0.5333	-
6_report	0.8051	0.5856
Power figures rest on the tool's default switching activity, not on a simulated workload.
