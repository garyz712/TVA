==> /design/flow/design.v <==
module weight_loader #(
    parameter int ADDR_WIDTH      = 32,
    parameter int DATA_WIDTH      = 32,
    parameter int MEM_DEPTH       = 1024,                           
    parameter int BRAM_ADDR_WIDTH = $clog2(MEM_DEPTH),              
    parameter logic [ADDR_WIDTH-1:0] BASE_ADDR = 'h0000_0000      
)(
    input  logic                         clk,
    input  logic                         rst_n,
    input  logic                         start,     
    output logic                         done,      
    output logic [ADDR_WIDTH-1:0]        araddr,
    output logic [7:0]                   arlen,
    output logic                         arvalid,
    input  logic                         arready,
    input  logic [DATA_WIDTH-1:0]        rdata,
    input  logic                         rvalid,
    output logic                         rready,
    output logic [BRAM_ADDR_WIDTH-1:0]   bram_addr,
    output logic [DATA_WIDTH-1:0]        bram_din,
    output logic                         bram_we,
    output logic                         bram_en
);
    typedef enum logic [1:0] {
        IDLE,
        ADDR,
        READ,
        DONE
    } state_t;
    state_t curr_state, next_state;
    logic [BRAM_ADDR_WIDTH-1:0] mem_index;
    always_ff @(posedge clk or negedge rst_n) begin
        if (!rst_n)
            curr_state <= IDLE;
        else
            curr_state <= next_state;
    end
    always_comb begin
        next_state = curr_state;
        case (curr_state)
            IDLE: 
                if (start)
                    next_state = ADDR;
            ADDR:
                if (arvalid && arready)
                    next_state = READ;
            READ:
                if (rvalid) begin
                    if (mem_index == MEM_DEPTH-1)
                        next_state = DONE;
                    else
                        next_state = ADDR;
                end  
            DONE:
                next_state = IDLE;
        endcase
    end
    always_ff @(posedge clk or negedge rst_n) begin
        if (!rst_n) begin
            done     <= 1'b0;
            araddr   <= '0;
            arlen    <= 8'd0;
            arvalid  <= 1'b0;
            rready   <= 1'b0;
            bram_addr<= '0;
            bram_din <= '0;
            bram_we  <= 1'b0;
            bram_en  <= 1'b0;
            mem_index<= '0;
        end else begin
            done     <= 1'b0;
            arvalid  <= 1'b0;
            rready   <= 1'b0;
            bram_we  <= 1'b0;
            bram_en  <= 1'b0;
            case (curr_state)
                IDLE: begin
                    mem_index <= '0;
                end
                ADDR: begin
                    araddr  <= BASE_ADDR + (mem_index * (DATA_WIDTH/8));
                    arlen   <= 8'd0;      
                    arvalid <= 1'b1;
                end
                READ: begin
                    rready    <= 1'b1;
                    if (rvalid) begin
                        bram_addr <= mem_index;
                        bram_din  <= rdata;
                        bram_we   <= 1'b1;
                        bram_en   <= 1'b1;
                        mem_index <= mem_index + 1;
                    end
                end
                DONE: begin
                    done <= 1'b1;
                end
            endcase
        end
    end
endmodule
==> /design/flow/run.sh <==
#!/bin/bash
# OpenROAD 26Q1-2900-gdf79404cd8, Yosys 0.63+post, stock flow scripts
make -C /OpenROAD-flow-scripts/flow DESIGN_CONFIG=/design/flow/config.mk WORK_HOME=/design/flow/orfs finish
==> /design/flow/config.mk <==
export PLATFORM = sky130hd
export DESIGN_NAME = weight_loader
export DESIGN_NICKNAME = weight_loader
export VERILOG_FILES = /design/flow/design.v
export SDC_FILE = /design/flow/constraint.sdc
export NUM_CORES = 4
export LEC_CHECK = 1
export CORE_UTILIZATION = 50
==> /design/flow/constraint.sdc <==
current_design weight_loader

set clk_period 5.4
set clk_io_pct 0.2

create_clock -name clk0 -period $clk_period [get_ports {clk}]

set non_clock_inputs [all_inputs -no_clocks]
set_input_delay [expr $clk_period * $clk_io_pct] -clock clk0 $non_clock_inputs
set_output_delay [expr $clk_period * $clk_io_pct] -clock clk0 [all_outputs]
==> CHANGELOG.md <==
## Flow update

* Status: completed
* IO Pins at 124
* IO Port Bufs at 93
* Worst path required time at 5.61 ns
* OpenROAD warning count at 26
* Layout cells sized above 1 at 8.020%
* Worst VDD drop at 0.2538 mV
* Crit Path Category: in2reg
* Placement Setup Slack at 2.173 ns
* Gr usage total at 21.02%
* Routability cong. at 0.9060
* Total length of routed wires at 5822 um
* Leak Pwr at 0.001976 uW
* DR vias/cell at 4.817
* RSZ-0062 raised after global routing: false
* Final HPWL DP at 4039 um
* Chip area at 0.006253 mm^2
* Die X at 79.08 um
* Async SR Flop Fraction at 100.0%
* Final Critical Period at 2.882 ns
* Initial DRC count at 90
* Commonest flop: dfrtp_1
* PD cells at 448.9 mW/mm^2
* Vias in the first global route at 2114
* Endpoints failing setup at 0
* Min-Delay Path Class: reg2reg
* Internal Pwr Total at 1359 uW
* Seq cells post-synth at 70
* Synth Warn # at 1
* Buffer depth of the longest clock path at 2
* Worst skew pair latency at 0.33 ns
* Post-synth EDFFs at 0
* Total gr overflow at 0
* Max Cap Viol at 0
* Synth unique cells at 40
* Antenna violation net count after detailed routing at 0
* Clock Sinks at 70
* Adder Share, Synth at 0.4212%
* Post-CTS setup buffers at 0
* Yosys aoi share at 5.223%
* Seq share, synth at 59.01%
* Worst-Margin Slew at 0.6634 ns
* Fin crit share at 53.38%
* Initial antenna violation count at 0
* Top cell excl fill/tap: nand2_1
* Clock power frac at 24.8%
* Fin util at 72.16%
* CTS tree: built
* Startpoint type of the worst setup path: primary input
* Largest net degree at the start of global routing at 52
* Sw frac at 25.17%
* Final WS setup at 2.518 ns
* Global-route wire length before repair at 9894 um
* Clock Skews at 0.006150 ns
* Mux frac, synth at 4.128%
* Most frequent logic cells in the routed design: 124 x nand2_1, 92 x clkdlybuf4s50_1, 69 x dfrtp_1, 30 x conb_1
* Arr. time, crit path at 3.09 ns
* Critical path peak fanout at 51
* Gate count of the mapped netlist at 300
* Yosys cell count at 300
* Initial Util at 52.97%
* Root Buffer: clkbuf_8
* Core box area at 0.005608 mm^2
* Resized cells post-CTS at 0
* Diodes inserted at 0
* Fill count at 430
* Post-CTS Hold Fix Bufs at 0
* CTS Buf Count at 9
* Setup TNS at 0 ns
* Drt pass-1 iters at 4
* Vias at 2269
* Synth Area per Inst at 9.901 um^2
* Slew Limit Fails at 0
* YS chip area at 0.002970 mm^2
* Synth Cell Area at 0.002970 mm^2
* Area grow syn2layout at 36.23%
* Comb area leader: simple AND/OR/NAND/NOR gates
* Sw power at 457.2 uW
* Max Freq at 346.9 MHz
* Final Hold Viols at 0
* Reg clk slew, reported paths at 0.07 ns
* Sequential power share at 46.5%
* Row count at 27
* Slew HR at 55.71%
* Synth Area in Simple Gates at 20.60%
* Worst setup EP type: flip-flop
* Gate power share at 28.7%
* Synth Area in XOR/XNOR at 0.2949%
* Vert. Die Dim at 79.08 um
* DRC at 0
* H-tree Lvls at 3
* Wire per inst at 12.36 um
-- kinds of logic after synthesis --
kind of cell    count (synthesis)
mux                            11
other cells                     1
compound gates                 22
simple gates                  147
xor+xnor                        1
fa+ha+maj                       1
flops                          70
buf+inv                        47
-- metrics by stage --
step           instance area (um^2)  power (uW)  std cells  hold slack [ns]
6_report                       4046        1816        471           0.3889
2_1_floorplan                  3079       987.8        329           0.3554
5_1_grt                        4046        1954        471           0.4057
3_3_place_gp                   3830        1370        455           0.3675
3_5_place_dp                   3830        1380        455           0.3756
4_1_cts                        4046        1843        471           0.3952
-- power by group through the flow --
stage                 sequential [uW]  clock (uW)  combinational [uW]
final                             845         450                 521
after global routing              872         487                 595
after CTS                         846         464                 533
-- routing by layer --
metal  track usage, %  up-vias  share of wire [%]
li1                 -     1099                  -
met1            34.41     1068                 47
met2            32.33       95                 45
met3            3.384        7                6.9
met4            3.273        0                1.1
met5                0        -                  0
-- cells in the mapped netlist (2+ instances only) --
library cell,instances,share of area [%]
buf_2,8,1.3
nand2_1,124,16
nand3_1,6,1.0
o311ai_1,2,0.59
dfrtp_1,69,58
a31oi_1,2,0.42
buf_4,31,7.8
inv_1,5,0.63
o41ai_1,2,0.59
o21ai_0,7,1.2
clkbuf_1,2,0.25
mux2_2,10,3.8
nand4_1,3,0.63
nor2_1,3,0.38
-- final timing paths --
path                               startpoint            to  slack [ns]  cells after the start
worst max register to register  curr_state[1]  mem_index[9]        3.38                      5
max in group asynchronous               rst_n  bram_addr[2]        3.74                      2
worst min-delay path            curr_state[3]          done        0.39                      0
worst max-delay path                   rvalid  mem_index[9]        2.52                      6
min in group asynchronous               rst_n     araddr[6]        0.69                      1
worst min register to register  curr_state[3]          done        0.39                      0
-- sequential cells by signal, indices dropped and copies added (netlist names) --
name / count
bram_din: 32
araddr: 10
bram_addr: 10
mem_index: 10
curr_state: 4
arvalid: 1
bram_en: 1
done: 1
rready: 1
-- worst max-delay path, cell delays in order --
cell	delay (ns)
clkdlybuf4s50_1	0.61
nand2_2	0.07
buf_4	0.28
inv_2	0.56
nor2_1	0.15
a211o_1	0.32
-- layout make-up --
type | instances | area, um^2 | share of cell area, %
Clock buffer | 13 | 148.9 | 3.680
Clock inverter | 3 | 67.56 | 1.670
Inverter | 6 | 22.52 | 0.5566
Multi-Input combinational cell | 212 | 1023 | 25.29
Sequential cell | 70 | 1753 | 43.32
Tap cell | 72 | 90.09 | 2.226
Timing Repair Buffer | 95 | 940.9 | 23.25
No activity file was given, so power comes from the tool's default toggle rates.
