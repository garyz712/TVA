--- flow/config.mk ---
export PLATFORM = sky130hd
export DESIGN_NAME = matmul_pe
export DESIGN_NICKNAME = matmul_pe
export VERILOG_FILES = /design/flow/design.v
export SDC_FILE = /design/flow/constraint.sdc
export NUM_CORES = 4
export LEC_CHECK = 1
export CORE_UTILIZATION = 40
--- flow/constraint.sdc ---
current_design matmul_pe

set clk_period 15.5
set clk_io_pct 0.2

create_clock -name clk0 -period $clk_period [get_ports {clk}]

set non_clock_inputs [all_inputs -no_clocks]
set_input_delay [expr $clk_period * $clk_io_pct] -clock clk0 $non_clock_inputs
set_output_delay [expr $clk_period * $clk_io_pct] -clock clk0 [all_outputs]
--- flow/design.v ---
module matmul_pe (
    input  logic        clk,           
    input  logic        rst_n,         
    input  logic        reset_acc,     
    input  logic        a_valid_in,    
    input  logic [15:0] a_in,          
    input  logic        b_valid_in,    
    input  logic [15:0] b_in,          
    output logic        a_valid_out,   
    output logic [15:0] a_out,         
    output logic        b_valid_out,   
    output logic [15:0] b_out,         
    output logic [31:0] c_out,         
    output logic        out16_valid    
);
    always_ff @(posedge clk) begin
        if (!rst_n) begin
            a_valid_out <= 0;
            a_out       <= 0;
            b_valid_out <= 0;
            b_out       <= 0;
        end else begin
            a_valid_out <= a_valid_in;
            a_out       <= a_in;
            b_valid_out <= b_valid_in;
            b_out       <= b_in;
        end
    end
    logic [31:0] p16;
    mul16_progressive mul (
        .clk(clk),
        .rst_n(rst_n),
        .valid_in(a_valid_in & b_valid_in),
        .a(a_in),
        .b(b_in),
        .q1_30_valid(out16_valid),
        .q1_30_out(p16)
    );
    logic [31:0] acc;
    always_ff @(posedge clk) begin
        if (!rst_n || reset_acc) begin
            acc <= 0;
        end else if (out16_valid) begin
            acc <= acc + p16;
        end
    end
    assign c_out = acc;
endmodule
module mul16_progressive (
    input  logic         clk,
    input  logic         rst_n,
    input  logic [15:0]  a,             
    input  logic [15:0]  b,             
    input  logic         valid_in,
    output logic [7:0]   q1_6_out,      
    output logic         q1_6_valid,
    output logic [15:0]  q1_14_out,     
    output logic         q1_14_valid,
    output logic [31:0]  q1_30_out,     
    output logic         q1_30_valid
);
    function automatic logic signed [19:0] fp_mul_unsigned
            (input logic signed [15:0] a,
             input logic [3:0] b);  
        logic signed [19:0] result;
        logic signed [19:0] expand_a;
        begin
            result = '0;
            expand_a = {{4{a[15]}}, a};  
            for (int i = 0; i < 4; ++i) begin
                if (b[i] == 1) begin
                    result += (expand_a << i);
                end
            end
            fp_mul_unsigned = result;
        end
    endfunction
    function automatic logic signed [19:0] fp_mul
            (input logic signed [15:0] a,
             input logic signed [3:0] b);  
        logic signed [19:0] result;
        logic signed [19:0] expand_a;
        logic signed [19:0] expand_a_tc;
        begin
            result = '0;
            expand_a = {{4{a[15]}}, a};  
            expand_a_tc = ~expand_a + 1;
            for (int i = 0; i < 4; ++i) begin
                if (b[i] == 1) begin
                    result += i == 3 ? (expand_a_tc << i) : (expand_a << i);
                end
            end
            fp_mul = result;
        end
    endfunction
    logic [15:0] a_reg1, a_reg2, a_reg3, a_reg4;
    logic [15:0] b_reg1, b_reg2, b_reg3, b_reg4;
    logic [4:0]  valid_reg;
    logic signed [19:0] pp1, pp1s, pp2, pp2s, pp3, pp4;  
    logic signed [31:0] accum1, accum2, accum3, accum4;
    logic signed [31:0] result1, result2;
    always @(posedge clk or negedge rst_n) begin
        if (!rst_n) begin
            a_reg1 <= 0;
            b_reg1 <= 0;
            valid_reg[0] <= 0;
            pp1 <= 0;
            accum1 <= 0;
        end else begin
            a_reg1 <= a;
            b_reg1 <= b;
            valid_reg[0] <= valid_in;
            pp1 <= fp_mul_unsigned(a, b[3:0]);
            pp1s <= fp_mul(a, b[3:0]);
            accum1 <= $signed(pp1);  
            result1 <= $signed(pp1s);
        end
    end
    assign q1_6_out = result1[7:0];
    assign q1_6_valid = valid_reg[1];
    always @(posedge clk or negedge rst_n) begin
        if (!rst_n) begin
            a_reg2 <= 0;
            b_reg2 <= 0;
            valid_reg[1] <= 0;
            pp2 <= 0;
            accum2 <= 0;
        end else begin
            a_reg2 <= a_reg1;
            b_reg2 <= b_reg1;
            valid_reg[1] <= valid_reg[0];
            pp2 <= fp_mul_unsigned(a_reg1, b_reg1[7:4]);
            pp2s <= fp_mul(a_reg1, b_reg1[7:4]);
            accum2 <= $signed(accum1) + ($signed(pp2) << 4);
            result2 <= $signed(accum1) + ($signed(pp2s) << 4);
        end
    end
    assign q1_14_out = result2[15:0];  
    assign q1_14_valid = valid_reg[2];
    always @(posedge clk or negedge rst_n) begin
        if (!rst_n) begin
            a_reg3 <= 0;
            b_reg3 <= 0;
            valid_reg[2] <= 0;
            pp3 <= 0;
            accum3 <= 0;
        end else begin
            a_reg3 <= a_reg2;
            b_reg3 <= b_reg2;
            valid_reg[2] <= valid_reg[1];
            pp3 <= fp_mul_unsigned(a_reg2, b_reg2[11:8]);
            accum3 <= $signed(accum2) + ($signed(pp3) << 8);
        end
    end
    always @(posedge clk or negedge rst_n) begin
        if (!rst_n) begin
            a_reg4 <= 0;
            b_reg4 <= 0;
            valid_reg[3] <= 0;
            valid_reg[4] <= 0;
            pp4 <= 0;
            accum4 <= 0;
        end else begin
            a_reg4 <= a_reg3;
            b_reg4 <= b_reg3;
            valid_reg[3] <= valid_reg[2];
            valid_reg[4] <= valid_reg[3];
            pp4 <= fp_mul(a_reg3, b_reg3[15:12]);
            accum4 <= $signed(accum3) + ($signed(pp4) << 12);
        end
    end
    assign q1_30_out = accum4;  
    assign q1_30_valid = valid_reg[4];
endmodule
--- flow/run.sh ---
#!/bin/bash
# OpenROAD 26Q1-2900-gdf79404cd8, Yosys 0.63+post, stock flow scripts
make -C /OpenROAD-flow-scripts/flow DESIGN_CONFIG=/design/flow/config.mk WORK_HOME=/design/flow/orfs finish
==> out/results.tsv <==
metric	value	unit
final setup fails	0	
drt drc	0	
fillcell total	5642	
largest delay contributor family on the critical path	AND-OR/OR-AND gates	
hold_sp	mul.accum2[2]	
Slew @ Worst Pin	0.742	ns
tool warnings	45	
Core Region	62100	sq um
first-pass GRT wire length	97300	um
Detailed Place HPWL	44400	um
yosys cell count	2842	
Yosys reg bits	332	
top post-synthesis cells by count	ha_1 (279), dfrtp_1 (266), nand2_1 (238), nor2_1 (213), a21oi_1 (194)	
Worst path depth	31	
Total Wirelength	58300	um
total grt overflow	0	
count leader, synth	ha_1	
Avg WL per Cell	15.4	um
pwr/cell area	144	nW/um^2
Tot GR Track Use	19.0	%
critical path type	in -> reg	
antenna cell count	0	
Syn. warnings	2	
via count	20400	
CTS tree	yes	
endpoint type of the worst setup path	flip-flop	
clk_skew	0.0303	ns
dpl cell area	27100	sq um
total CTS buffers	40	
DR pass1 iterations	5	
worst r2r src	mul.a_reg2[1]	
flop-to-flop setup slack	8.29	ns
Leakage	12.8	nW
Hold Path Sink	mul.accum3[2]	
Async SR Flop Fraction	80.1	%
final worst setup slack	5.75	ns
CP Max Fanout	35	
Rows	91	
Worst EP required	15.93	ns
RePlAce Congestion	0.885	
# resized after CTS	0	
post-route setup TNS	0	ns
P&R area growth vs syn	12.4	%
clk buf depth	3	
CP bufs+invs	3	
clock transition at the registers of the reported paths	0.06	ns
biggest regs	acc: 32 flops, mul.accum3: 32 flops, mul.accum4: 32 flops	
Synth Area per Inst	8.90	sq um
Synth area leader	dfrtp_1	
Unique masters post-synth	89	
cells after synthesis	2842	
Yosys Chip Area	25300	sq um
Die W	253	um
vias in the first global route	19300	
CP startpoint kind	input port	
worst-case reg-to-reg path depth	29	
CTS sink cnt	332	
largest net degree at the start of global routing	98	
Hold Fails Final Rpt	0	
CTS H-tree lvls	2	
share of layout cells above drive strength 1	6.77	%
IO Port Bufs	103	
Die Height	253	um
Slew Limit Fails	0	
fmax	0.103	GHz
Synth Seq Share	31.5	%
initial antenna violation count	2	
Die Area	64200	sq um
Primary FF master, synth	dfrtp_1	
via/cell ratio	5.39	
DRT iter0 DRCs	972	
unrepaired setup endpoints after global routing	no	
Post-CTS Setup Bufs	0	
I/O pin count	104	
status	complete, no violations	
Peak supply drop	0.0930	mV
CP peak stage delay	0.53	ns
MaxCap Viol Count	0	
post-place setup slack	5.25	ns
Largest cells by area	dfrtp_1 (26%), ha_1 (14%), dfxtp_1 (5.2%), xnor2_1 (5.0%), a21oi_1 (3.8%)	
Post-synth EDFFs	0	
clock latency on the worst-skew pair	0.56	ns
HP Class	reg -> reg	
DRT antenna net count	0	
initial core utilization	40.8	%
Worst Path Arrival	10.18	ns
slowest stage cell, crit path	or4_1	
Area leader share	26.3	%
Design Area, Final	28400	sq um
FF-to-FF End	mul.pp3[19]	
period utilization	62.9	%
cell count of the worst hold path	0	
Syn Std Cell Area	25300	sq um
CP dominant cell by count	ha_1	
clock root cell	clkbuf_16	
Relative slew margins	50.1	%
cts hold-fix bufs	0	
minimum clock period	9.75	ns
metal layers:
layer,global-route usage [%],vias up,routed length [um]
met5,0,-,26
met3,2.50,82,2200
met4,4.14,4,1390
li1,-,10400,-
met1,27.1,9527,27300
met2,31.4,335,27400
cell usage in the layout, fill, tap and decap left out, types with 31 or more instances in the layout:
cell and instances:
mux2i_1 35, o21ai_0 169, a31oi_1 32, nor2_1 213, or3_1 31, and2_1 84, xor2_1 92, a21oi_1 194
nor2b_1 36, inv_1 115, ha_1 279, xnor2_1 143, clkbuf_16 40, clkdlybuf4s50_1 102, dfrtp_1 266, o21a_1 60
dfxtp_1 66, a21o_1 72, and3_1 31, nand2_1 238, mux2_2 73, nand3_1 60, nor3_1 67
worst reg2reg max path, delay by kind of cell, from the launching register on:
kind / cells / cell delay, ns
multiplexers: 1 / 0.29
AND-OR/OR-AND: 15 / 3.06
flip-flops: 1 / 0.63
XOR/XNOR: 3 / 0.63
adder cells (fa/ha/maj): 4 / 1.28
AND/OR/NAND/NOR: 6 / 1.24
through the flow:
step	instances	utilization, %	total power, mW	hold slack [ns]
after floorplan	2842	-	2.74	0.331
after global placement	3706	43.7	3.15	0.332
after detailed placement	3706	43.7	3.17	0.335
after CTS	3778	45.8	4.15	0.345
after global routing	3778	45.8	4.45	0.348
final	3778	45.8	4.10	0.338
cell type report:
| class | instances | area, sq um | area share (%) |
|---|---|---|---|
| multi-input cells | 2294 | 16400 | 57.8 |
| clock buffers | 54 | 1100 | 3.88 |
| repair buffers | 126 | 1210 | 4.25 |
| flip-flops and latches | 332 | 7980 | 28.1 |
| inverters | 117 | 439 | 1.54 |
| clock inverters | 18 | 226 | 0.796 |
| well taps | 837 | 1050 | 3.68 |
where the power goes:
part	switching [mW]	internal (mW)
Clock	0.376	0.557
Combinational	1.05	0.903
Sequential	0.121	1.10
worst max-delay path by stage:
stage	start	to	slack (ns)
after CTS	b_in[0]	mul.pp1[19]	5.81
after global routing	b_in[0]	mul.pp1[19]	5.00
final	b_in[0]	mul.pp1[19]	5.75
kinds of logic (layout without fill, tap and decap cells):
| group | Yosys count | after routing | share of synthesized area, % |
|---|---|---|---|
| flops | 332 | 332 | 31.5 |
| simple gates | 870 | 870 | 16.7 |
| mux | 108 | 108 | 4.64 |
| buf+inv | 216 | 315 | 3.47 |
| fa+ha+maj | 296 | 296 | 14.9 |
| compound gates | 784 | 784 | 20.5 |
| xor+xnor | 236 | 236 | 8.23 |
Power figures rest on the tool's default switching activity, not on a simulated workload.
